<file path="./design.v">
module skinny_sbox8_dom1_non_pipelined ( 
   bo1, bo0,
   si1, si0, r, clk
   ) ;
   output [7:0] bo1;  
   output [7:0] bo0;  
   input [7:0] 	si1;  
   input [7:0] 	si0;  
   input [7:0]  r;    
   input        clk;
   wire [1:0]   bi7;
   wire [1:0]   bi6;
   wire [1:0]   bi5;
   wire [1:0]   bi4;
   wire [1:0]   bi3;
   wire [1:0]   bi2;
   wire [1:0]   bi1;
   wire [1:0]   bi0;
   wire [1:0]   a7;
   wire [1:0]   a6;
   wire [1:0]   a5;
   wire [1:0]   a4;
   wire [1:0]   a3;
   wire [1:0]   a2;
   wire [1:0]   a1;
   wire [1:0]   a0;
   assign bi0 = {si1[0],si0[0]};
   assign bi1 = {si1[1],si0[1]};
   assign bi2 = {si1[2],si0[2]};
   assign bi3 = {si1[3],si0[3]};
   assign bi4 = {si1[4],si0[4]};
   assign bi5 = {si1[5],si0[5]};
   assign bi6 = {si1[6],si0[6]};
   assign bi7 = {si1[7],si0[7]};
   dom1_sbox8_cfn_fr b764 (a0,bi7,bi6,bi4,r[0],clk);
   dom1_sbox8_cfn_fr b320 (a1,bi3,bi2,bi0,r[1],clk);
   dom1_sbox8_cfn_fr b216 (a2,bi2,bi1,bi6,r[2],clk);
   dom1_sbox8_cfn_fr b015 (a3,a0, a1, bi5,r[3],clk);
   dom1_sbox8_cfn_fr b131 (a4,a1, bi3,bi1,r[4],clk);
   dom1_sbox8_cfn_fr b237 (a5,a2, a3, bi7,r[5],clk);
   dom1_sbox8_cfn_fr b303 (a6,a3, a0, bi3,r[6],clk);
   dom1_sbox8_cfn_fr b422 (a7,a4, a5, bi2,r[7],clk);
   assign {bo1[6],bo0[6]} = a0;
   assign {bo1[5],bo0[5]} = a1;
   assign {bo1[2],bo0[2]} = a2;
   assign {bo1[7],bo0[7]} = a3;
   assign {bo1[3],bo0[3]} = a4;
   assign {bo1[1],bo0[1]} = a5;
   assign {bo1[4],bo0[4]} = a6;
   assign {bo1[0],bo0[0]} = a7;
endmodule  
module dom1_sbox8_cfn_fr ( 
   f,
   x, y, z, r, clk
   ) ;
   output [1:0]        f;
   input [1:0]         x, y, z;   
   input               r, clk;
   reg [1:0]    g, t;
   always @ (posedge clk) begin
      g[1] <= (~x[1]) & (~y[1]) ^ z[1];
      g[0] <=   x[0]  &   y[0]  ^ z[0];
      t[1] <= ((~x[1]) &  y[0] ) ^ r;
      t[0] <= ((~y[1]) &  x[0] ) ^ r;
   end   
   assign f[0] = t[0] ^ g[0];
   assign f[1] = t[1] ^ g[1];
endmodule  
module skinny_superbox32_dom1_non_pipelined ( 
   so1, so0,
   si1, si0, k1, k0, r, clk
   );
   output [31:0] so1, so0;
   input [31:0]  si1, si0;
   input [15:0]  k1, k0;
   input [31:0]  r;
   input 	 clk;
   wire [31:0]	sbi0, sbi1;
   wire [31:0]	 sbo0, sbo1;
   wire [31:0]	 mxc0, mxc1;
   wire [31:0]	 atk0, atk1;
   assign sbi0 = si0;
   assign sbi1 = si1;
   skinny_sbox8_dom1_non_pipelined sbox0 (sbo1[ 7: 0],sbo0[ 7: 0],sbi1[ 7: 0],sbi0[ 7: 0],r[ 7: 0],clk);
   skinny_sbox8_dom1_non_pipelined sbox1 (sbo1[15: 8],sbo0[15: 8],sbi1[15: 8],sbi0[15: 8],r[15: 8],clk);
   skinny_sbox8_dom1_non_pipelined sbox2 (sbo1[23:16],sbo0[23:16],sbi1[23:16],sbi0[23:16],r[23:16],clk);
   skinny_sbox8_dom1_non_pipelined sbox3 (sbo1[31:24],sbo0[31:24],sbi1[31:24],sbi0[31:24],r[31:24],clk);
   assign atk1 = {k1 ^ sbo1[31:16],sbo1[15:0]};
   assign atk0 = {k0 ^ sbo0[31:16],sbo0[15:0]};
   assign mxc1[23:16] = atk1[31:24];
   assign mxc1[15: 8] = atk1[23:16] ^ atk1[15: 8];
   assign mxc1[ 7: 0] = atk1[31:24] ^ atk1[15: 8];
   assign mxc1[31:24] = atk1[ 7: 0] ^ mxc1[ 7: 0]; 
   assign mxc0[23:16] = atk0[31:24];
   assign mxc0[15: 8] = atk0[23:16] ^ atk0[15: 8];
   assign mxc0[ 7: 0] = atk0[31:24] ^ atk0[15: 8];
   assign mxc0[31:24] = atk0[ 7: 0] ^ mxc0[ 7: 0];
   assign so1 = mxc1;
   assign so0 = mxc0;   
endmodule  
</file>
<file path="./run.sh">
#!/bin/bash
# OpenROAD 26Q1-2900-gdf79404cd8, Yosys 0.63+post, stock flow scripts
make -C /OpenROAD-flow-scripts/flow DESIGN_CONFIG=/design/flow/config.mk WORK_HOME=/design/flow/orfs finish
</file>
<file path="./config.mk">
export PLATFORM = sky130hd
export DESIGN_NAME = skinny_superbox32_dom1_non_pipelined
export DESIGN_NICKNAME = skinny_superbox32_dom1_non_pipelined
export VERILOG_FILES = /design/flow/design.v
export SDC_FILE = /design/flow/constraint.sdc
export NUM_CORES = 4
export LEC_CHECK = 1
export CORE_UTILIZATION = 50
</file>
<file path="./constraint.sdc">
current_design skinny_superbox32_dom1_non_pipelined

set clk_period 2.3
set clk_io_pct 0.2

create_clock -name clk0 -period $clk_period [get_ports {clk}]

set non_clock_inputs [all_inputs -no_clocks]
set_input_delay [expr $clk_period * $clk_io_pct] -clock clk0 $non_clock_inputs
set_output_delay [expr $clk_period * $clk_io_pct] -clock clk0 [all_outputs]
</file>
==> job_summary.md <==
### Flow metrics

| Metric | Value |
|---|---|
| Status | `finished, violations left` |
| Failing checks | `setup timing` |
| Drt pass-1 iters | `4` |
| Simple Share, Synth | `9.72%` |
| Flops after synth | `approximately 130` |
| Vias/cell | `approximately 4.7` |
| Clock latency (worst-skew pair) | `0.41 ns` |
| Area fraction in compound gates | `0%` |
| Most common cell after layout, fill and taps aside | `xnor2_1` |
| Top Layout Cells | `xnor2_1, clkdlybuf4s50_1, dfxtp_1, buf_4, nand2_1` |
| CTS tree | `done` |
| GRT met3 Usage | `just over 7%` |
| Routability Congestion | `just under 0.9` |
| First-pass GRT wire length | `23.4 mm` |
| OpenROAD warning count | `28` |
| Worst-path fanout max | `2` |
| IO buf count | `192` |
| Setup crit start kind | `flip-flop` |
| Yosys cell count | `between 500 and 600` |
| Endpoints failing setup | `1` |
| Post-Synth XOR/XNOR Area | `45.9%` |
| Tmin final | `roughly 2.4 ns` |
| Final WL | `~17 mm` |
| Arr. time, crit path | `about 1.9 ns` |
| Yosys warning total | `1` |
| Die W | `109 um` |
| Layout area overhead | `70.9%` |
| Yosys cell types | `11` |
| Finished Core Util | `a little under 90%` |
| Hold Vio Cnt, Final | `0` |
| # diodes | `0` |
| P_leak | `roughly 4.2 nW` |
| Max-slew violations | `0` |
| Area reported by Yosys stat | `about 5800 um^2` |
| Placed Instances | `just over 900` |
| Worst-path clk slew | `approximately 0.060 ns` |
| Setup_tns | `-0.0804 ns` |
| Largest net degree at the start of global routing | `17` |
| CTS Buf Count | `17` |
| Worst Skew | `between 0.01 and 0.015 ns` |
| # rows | `38` |
| Die y size | `roughly 110 um` |
| Syn Std Cell Area | `5780 um^2` |
| Mapped Cells | `around 540` |
| Deepest clock path buffer count | `2` |
| Crit path kind | `flip-flop to output pin` |
| Initial DRC Count | `192` |
| Post-DP HPWL | `roughly 11 mm` |
| Initial antenna violation count | `0` |
| Cell area leaders | `dfxtp_1, xnor2_1, xor2_1, nand2_1, nand2b_1` |
| Slew headroom | `approximately 66%` |
| Max Freq | `0.420 GHz` |
| PD cells | `1410 nW/um^2` |
| Busiest grt layer | `met2` |
| Root buf cell | `clkbuf_16` |
| Finished Layout Cells | `about 1000` |
| All-Layer GR Usage | `around 28%` |
| ANT nets after route | `0` |
| Sequential area share after synthesis | `44.4%` |
| Hold WC Path Type | `primary input to flip-flop` |
| GRT overflow | `0` |
| CP Cell Sequence | `xor2_4 -> xor3_2 -> buf_6 -> xor2_1 -> clkbuf_2` |
| Period utilization | `103%` |
| Fin area | `9870 um^2` |
| Final WS setup | `-0.0804 ns` |
| Worst hold slack | `between 0.6 and 0.7 ns` |
| Detailed-route via count | `~4.7k` |
| Adder Share, Synth | `0%` |
| Critical Path End Type | `output pin` |
| Met1 GRT Util | `between 30% and 40%` |
| Sink Count | `roughly 130` |
| Mux share | `0%` |
| Pre-Place Util | `a little over half` |
| Layout cells sized above 1 | `roughly 27%` |
| Io pins | `193` |
| RSZ-0062 raised after global routing | `yes` |
| Cts hold-fix bufs | `0` |
| Maximum vdd drop | `0.00144 V` |
| Crit path required time | `about 1.8 ns` |
| Setup WS pre-CTS | `-0.245 ns` |
| Drt drc | `0` |
| Total power | `13.9 mW` |
| Avg WL per Cell | `17.3 um` |
| Comb area leader | `XOR/XNOR gates` |
| Slowest cell on crit path | `xor3_2` |
| Vias in the first global route | `between 4k and 5k` |
| Measured slew at the worst slew-check pin | `0.516 ns` |
| Slowest stage delay, CP | `just under 0.5 ns` |
| Avg Cell Area, Syn | `about 11 um^2` |
| Core ar. | `11000 um^2` |
| Largest area contributor in the netlist | `dfxtp_1` |
| DP Area | `8210 um^2` |
| CTS H-tree lvls | `4` |
| Top-area cell share | `roughly 44%` |
| Max Cap Viol | `0` |
| DIE AREA | `12000 um^2` |
| M2 GR Usage | `a little under half` |
| Filler Cells Inserted | `between 400 and 500` |
==> worst max-delay path: cells and delay by family, from the launching register on <==
kind                      cells  cell delay (ns)
buffers and inverters         2             0.26
DFF                           1             0.36
xor gates and xnor gates      3             0.89
==> power by group <==
part,switching (mW),internal (mW)
logic,2.75,4.96
clock network,0.968,1.98
registers,0.402,2.87
total,4.12,9.81
==> worst paths after layout <==
| path | endpoint | slack, ns | start | depth (start not counted) |
|---|---|---|---|---|
| setup / recovery | so0[29] | -0.08 | sbox1.b320.g[0]$_DFF_P_ | 5 |
| hold / removal | sbox3.b764.g[1]$_DFF_P_ | 0.62 | si1[28] | 2 |
| setup reg to reg | sbox1.b131.t[0]$_DFF_P_ | 0.88 | sbox1.b320.g[0]$_DFF_P_ | 5 |
| hold reg to reg | sbox0.b422.t[0]$_DFF_P_ | 0.63 | sbox0.b131.t[0]$_DFF_P_ | 3 |
==> routing by layer <==
layer  part of all wire [%]  wire [um]
met1                     41       7070
met2                     49       8540
met3                    8.7       1500
met4                    1.1        188
met5                      0          0
==> cell usage after synthesis <==
cell type,instances
xnor2_2,3
xor3_2,4
xor2_2,7
nand2_1,84
xor2_1,41
nor2_1,12
or2b_1,1
xnor2_1,221
nand2b_1,31
dfxtp_1,128
xor3_1,4
==> cell type report <==
type,count,area [um^2],area share [%]
Multi-Input combinational cell,408,3740,37.9
Timing Repair Buffer,291,2690,27.2
Sequential cell,128,2610,26.4
Clock buffer,19,453,4.59
Clock inverter,12,209,2.12
Tap cell,140,175,1.77
==> kinds of logic after synthesis <==
kind of cell,after synthesis
xor gates and xnor gates,280
DFF,128
and+or+nand+nor,128
==> repair_timing <==
| item | CTS | global route |
|---|---|---|
| resized | 104 | 61 |
| endpoints found under the setup margin | 54 | 31 |
| buffers inserted | 28 | 28 |
| pin swaps | 59 | 49 |
Power and IR drop assume default switching activity.
