===== design.v =====
module skinny_sbox8_cms1_rapid_non_pipelined ( 
   bo1, bo0,
   si0, si1, r, clk
   ) ;
   output [7:0] bo1;
   output [7:0] bo0;
   input [7:0]  si0, si1;
   input [75:0] r;
   input        clk;
   wire [1:0]   bi7;
   wire [1:0]   bi6;
   wire [1:0]   bi5;
   wire [1:0]   bi4;
   wire [1:0]   bi3;
   wire [1:0]   bi2;
   wire [1:0]   bi1;
   wire [1:0]   bi0;
   wire [1:0] 	nbi7;
   wire [1:0]   nbi6;
   wire [1:0]   nbi5;
   wire [1:0]   nbi4;
   wire [1:0]   nbi3;
   wire [1:0]   nbi2;
   wire [1:0]   nbi1;
   wire [1:0]   nbi0;   
   wire [1:0]   a7;
   wire [1:0]   a6;
   wire [1:0]   a5;
   wire [1:0]   a4;
   wire [1:0]   a3;
   wire [1:0]   a2;
   wire [1:0]   a1;
   wire [1:0]   a0;
   wire [1:0]   na4;
   wire [1:0]   na3;
   wire [1:0]   na2;
   assign bi0 = {si1[0],si0[0]};
   assign bi1 = {si1[1],si0[1]};
   assign bi2 = {si1[2],si0[2]};
   assign bi3 = {si1[3],si0[3]};
   assign bi4 = {si1[4],si0[4]};
   assign bi5 = {si1[5],si0[5]};
   assign bi6 = {si1[6],si0[6]};
   assign bi7 = {si1[7],si0[7]};
   assign nbi0 = {si1[0],~si0[0]};
   assign nbi1 = {si1[1],~si0[1]};
   assign nbi2 = {si1[2],~si0[2]};
   assign nbi3 = {si1[3],~si0[3]};
   assign nbi4 = {si1[4],~si0[4]};
   assign nbi5 = {si1[5],~si0[5]};
   assign nbi6 = {si1[6],~si0[6]};
   assign nbi7 = {si1[7],~si0[7]};
   assign na4 = a4 ^ 2'b01;
   assign na3 = a3 ^ 2'b01;
   assign na2 = a2 ^ 2'b01;
   cms1_rpd_sbox8_cfn_fr b764 (a0,bi7,bi6,bi4,r[3:0],clk);
   cms1_rpd_sbox8_cfn_fr b320 (a1,bi3,bi2,bi0,r[7:4],clk);
   cms1_rpd_sbox8_cfn_fr b216 (a2,bi2,bi1,bi6,r[11:8],clk);
   cms1_rapid_a3 a3_cf (a3,nbi7,nbi6,bi5,nbi4,nbi3,nbi2,nbi0,r[47:12],clk);   
   cms1_rapid_a4 a4_cf (a4,nbi3,nbi2,bi1,nbi0,r[55:48],clk);
   cms1_rpd_sbox8_cfn_fr b237 (a5,a2, a3, bi7,r[59:56],clk);
   cms1_rpd_sbox8_cfn_fr b303 (a6,a3, a0, bi3,r[63:60],clk);
   cms1_rapid_a7 a7_cf (a7,nbi7,na4,na3,na2,bi2,r[75:64],clk);
   assign {bo1[6],bo0[6]} = a0;
   assign {bo1[5],bo0[5]} = a1;
   assign {bo1[2],bo0[2]} = a2;
   assign {bo1[7],bo0[7]} = a3;
   assign {bo1[3],bo0[3]} = a4;
   assign {bo1[1],bo0[1]} = a5;
   assign {bo1[4],bo0[4]} = a6;
   assign {bo1[0],bo0[0]} = a7;
endmodule  
module cms1_rpd_sbox8_cfn_fr ( 
   f,
   a, b, z, r, clk
   ) ;
   output [1:0]        f;
   input [1:0]         a, b, z;
   input [3:0]	       r;
   input 	       clk;
   wire [1:0] 	       x;
   wire [1:0] 	       y;
   reg [3:0] 	       rg;
   assign x = {a[1],~a[0]};
   assign y = {b[1],~b[0]};
   always @ (posedge clk) begin      
      rg[0] <= (x[0] & y[0]) ^ r[0] ^ r[1];
      rg[1] <= (x[0] & y[1]) ^ r[1] ^ r[2];
      rg[2] <= (x[1] & y[0]) ^ r[2] ^ r[3];
      rg[3] <= (x[1] & y[1]) ^ r[3] ^ r[0];
   end  
   assign f[0] = ^rg[1:0] ^ z[0];
   assign f[1] = ^rg[3:2] ^ z[1]; 
endmodule  
module cms1_rapid_a3 ( 
   a3,
   nb7, nb6, b5, nb4, nb3, nb2, nb0, r, clk
   ) ;
   output [1:0] a3;
   input [1:0] 	nb7, nb6, b5, nb4, nb3, nb2, nb0;
   input [35:0] r;   
   input 	clk;
   wire [1:0] 	t0;
   wire [1:0] 	t1;
   wire [1:0] 	t2;
   wire [1:0] 	t3;   
   and4_cms1 g0 (t0,nb7,nb6,nb3,nb2,r[15: 0],clk);
   and3_cms1 g1 (t1,nb7,nb6,nb0,    r[23:16],clk);
   and3_cms1 g2 (t2,nb4,nb3,nb2,    r[31:24],clk);
   and2_cms1 g3 (t3,nb4,nb0,	    r[35:32],clk);
   assign a3 = t0 ^ t1 ^ t2 ^ t3 ^ b5;
endmodule  
module cms1_rapid_a4 ( 
   a4,
   nb3, nb2, b1, nb0, r, clk
   ) ;
   output [1:0] a4;
   input [1:0] 	nb3, nb2, b1, nb0;
   input [7:0] 	r;   
   input 	clk;
   wire [1:0] 	t0;
   wire [1:0] 	t1;
   and2_cms1 g0 (t0,nb3,nb2,r[3:0],clk);
   and2_cms1 g1 (t1,nb0,nb3,r[7:4],clk);
   assign a4 = t0 ^ t1 ^ b1;
endmodule  
module cms1_rapid_a7 ( 
   a7,
   nb7, na4, na3, na2, b2, r, clk
   ) ;
   output [1:0] a7;
   input [1:0] 	nb7, na4, na3, na2, b2;
   input [11:0] r;   
   input 	clk;
   wire [1:0] 	t0;
   wire [1:0] 	t1;
   and3_cms1 g0 (t0,na2,na3,na4,r[ 7:0],clk);
   and2_cms1 g1 (t1,nb7,na4,	r[11:8],clk);
   assign a7 = t0 ^ t1 ^ b2;
endmodule  
module and4_cms1 ( 
   z,
   a, b, c, d, r, clk
   ) ;   
   output [1:0]  z;
   input [1:0]   a, b, c, d;
   input [15:0] 	 r;
   input         clk;
   reg [15:0]    comp;
   always @ (posedge clk) begin
      comp[ 0] <= (a[0] & b[0] & c[0] & d[0]) ^ r[ 0] ^ r[ 1];
      comp[ 1] <= (a[0] & b[0] & c[0] & d[1]) ^ r[ 1] ^ r[ 2]; 
      comp[ 2] <= (a[0] & b[0] & c[1] & d[0]) ^ r[ 2] ^ r[ 3]; 
      comp[ 3] <= (a[0] & b[0] & c[1] & d[1]) ^ r[ 3] ^ r[ 4]; 
      comp[ 4] <= (a[0] & b[1] & c[0] & d[0]) ^ r[ 4] ^ r[ 5]; 
      comp[ 5] <= (a[0] & b[1] & c[0] & d[1]) ^ r[ 5] ^ r[ 6]; 
      comp[ 6] <= (a[0] & b[1] & c[1] & d[0]) ^ r[ 6] ^ r[ 7]; 
      comp[ 7] <= (a[0] & b[1] & c[1] & d[1]) ^ r[ 7] ^ r[ 8]; 
      comp[ 8] <= (a[1] & b[0] & c[0] & d[0]) ^ r[ 8] ^ r[ 9]; 
      comp[ 9] <= (a[1] & b[0] & c[0] & d[1]) ^ r[ 9] ^ r[10]; 
      comp[10] <= (a[1] & b[0] & c[1] & d[0]) ^ r[10] ^ r[11]; 
      comp[11] <= (a[1] & b[0] & c[1] & d[1]) ^ r[11] ^ r[12]; 
      comp[12] <= (a[1] & b[1] & c[0] & d[0]) ^ r[12] ^ r[13]; 
      comp[13] <= (a[1] & b[1] & c[0] & d[1]) ^ r[13] ^ r[14]; 
      comp[14] <= (a[1] & b[1] & c[1] & d[0]) ^ r[14] ^ r[15]; 
      comp[15] <= (a[1] & b[1] & c[1] & d[1]) ^ r[15] ^ r[ 0];
   end  
   assign z[0] = comp[ 0] ^ comp[ 1] ^ comp[ 2] ^ comp[ 3] ^ 
		 comp[ 4] ^ comp[ 5] ^ comp[ 6] ^ comp[ 7];
   assign z[1] = comp[ 8] ^ comp[ 9] ^ comp[10] ^ comp[11] ^ 
		 comp[12] ^ comp[13] ^ comp[14] ^ comp[15];
endmodule  
module and3_cms1 ( 
   z,
   a, b, c, r, clk
   ) ;   
   output [1:0]  z;   
   input [1:0]   a, b, c;
   input [7:0] 	 r;
   input         clk;
   reg [7:0]    comp;
   always @ (posedge clk) begin
      comp[0] <= (a[0] & b[0] & c[0]) ^ r[0] ^ r[1];
      comp[1] <= (a[0] & b[0] & c[1]) ^ r[1] ^ r[2]; 
      comp[2] <= (a[0] & b[1] & c[0]) ^ r[2] ^ r[3]; 
      comp[3] <= (a[0] & b[1] & c[1]) ^ r[3] ^ r[4]; 
      comp[4] <= (a[1] & b[0] & c[0]) ^ r[4] ^ r[5]; 
      comp[5] <= (a[1] & b[0] & c[1]) ^ r[5] ^ r[6]; 
      comp[6] <= (a[1] & b[1] & c[0]) ^ r[6] ^ r[7]; 
      comp[7] <= (a[1] & b[1] & c[1]) ^ r[7] ^ r[0];
   end  
   assign z[0] = comp[0] ^ comp[1] ^ comp[2] ^ comp[3];   
   assign z[1] = comp[4] ^ comp[5] ^ comp[6] ^ comp[7];
endmodule  
module and2_cms1 ( 
   z,
   a, b, r, clk
   ) ;   
   output [1:0]  z;
   input [1:0]   a, b;
   input [3:0]	 r;
   input         clk;
   reg [3:0]    comp;
   always @ (posedge clk) begin
      comp[0] <= (a[0] & b[0]) ^ r[0] ^ r[1];
      comp[1] <= (a[0] & b[1]) ^ r[1] ^ r[2]; 
      comp[2] <= (a[1] & b[0]) ^ r[2] ^ r[3]; 
      comp[3] <= (a[1] & b[1]) ^ r[3] ^ r[0];
   end  
   assign z[0] = comp[0] ^ comp[1]; 
   assign z[1] = comp[2] ^ comp[3];
endmodule  

===== run.sh =====
#!/bin/bash
# OpenROAD 26Q1-2900-gdf79404cd8, Yosys 0.63+post, stock flow scripts
make -C /OpenROAD-flow-scripts/flow DESIGN_CONFIG=/design/flow/config.mk WORK_HOME=/design/flow/orfs finish

===== config.mk =====
export PLATFORM = sky130hd
export DESIGN_NAME = skinny_sbox8_cms1_rapid_non_pipelined
export DESIGN_NICKNAME = skinny_sbox8_cms1_rapid_non_pipelined
export VERILOG_FILES = /design/flow/design.v
export SDC_FILE = /design/flow/constraint.sdc
export NUM_CORES = 4
export LEC_CHECK = 1
export CORE_UTILIZATION = 40

===== constraint.sdc =====
current_design skinny_sbox8_cms1_rapid_non_pipelined

set clk_period 2.2
set clk_io_pct 0.2

create_clock -name clk0 -period $clk_period [get_ports {clk}]

set non_clock_inputs [all_inputs -no_clocks]
set_input_delay [expr $clk_period * $clk_io_pct] -clock clk0 $non_clock_inputs
set_output_delay [expr $clk_period * $clk_io_pct] -clock clk0 [all_outputs]

==> impl_metrics.csv <==
group,metric,value,unit
run_status,status,"complete, but fails checks",
run_status,violations,"negative setup slack",
die,die_width,102,um
final_timing,slew_viol_final,0,
logic_synthesis,synthAoiAreaFrac,0,
clocking,cts_tree,"yes",
logic_synthesis,synth_stat.cells,396,
power,ir_worst_vdd,0.737,mV
finish,final_area,5800,um^2
logic_synthesis,synth_xor_xnor_area_share,0.519,
global_route,grt_max_degree,14,
worst_setup_path,cpMaxStageDelayCell,"xnor3_2",
worst_setup_path,path_cells,"xnor2_2 -> xnor2_1 -> xnor3_2 -> xnor2_4 -> buf_2",
flow_run,warning_count,27,
clocking,ctsHtreeMaxLevel,3,
worst_setup_path,r2r-end,"a7_cf.g0.comp[3]",
clocking,cts_max_path_buffers,2,
placed_design,routabilityCongestion,0.779,
clocking,cts_sinks,76,
logic_synthesis,yosys.area_share.simple,0.0861,
logic_synthesis,ys_ff,76,
final_timing,finClkSkew,0.00959,ns
finish,instances_no_fill,673,
logic_synthesis,ys_sh_mux,0,
final_timing,max_freq,0.442,GHz
clocking,root_buffer,"clkbuf_8",
logic_synthesis,ys_sh_adder,0,
clocking,cts_buffers,9,
die,core_area,9730,um^2
die,num_rows,36,
detailed_routing,num_antenna_cells,0,
hold_path,hold_class,"in2reg",
logic_synthesis,postSynthSeqShare,0.379,
hold_path,holdPathEnd,"b216.rg[3]",
worst_setup_path,critPathLaunchType,"register",
logic_synthesis,syn_area,4010,um^2
detailed_routing,dr.pass1.iters,4,
placed_design,place_area,5430,um^2
worst_setup_path,cp_data_required_time,1.76,ns
global_route,antenna_found_initial,0,
logic_synthesis,synth.distinct_cells,17,
logic_synthesis,yosysWarningCount,4,
final_timing,final.setup.worst_slack,-0.0635,ns
worst_setup_path,worstPathMaxFanout,2,
logic_synthesis,edf_count,0,
hold_path,holdCritStartpoint,"si1[1]",
logic_synthesis,yosys_area,4010,um^2
logic_synthesis,avgSynthCellArea,10.1,um^2
final_timing,period_needed,2.26,ns
clocking,clk_pin_slew,0.08,ns
worst_setup_path,r2r-start,"a4_cf.g1.comp[3]",
logic_synthesis,ff_type,"dfxtp_1",
final_timing,hold_viol,0,
worst_setup_path,worstSetupPathType,"reg2out",
clocking,cts-hold-fix-buffers,0,
power,power.density,1170,nW/um^2
worst_setup_path,critPathArrivalTime,1.82,ns
worst_setup_path,rr_worst_depth,11,
final_timing,setup_violations,1,
die,initial_core_util,0.412,
placed_design,dp.cells,654,
die,fp.dieH,102,um
power,power,6760,uW
final_timing,finalClockPeriodUsage,1.03,
finish,drive_gt1_frac,0.154,
die,die_area,10400,um^2
placed_design,dpl.hpwl,6990,um
worst_setup_path,slowest_delay,0.45,ns
detailed_routing,viasPerCell,4.20,
finish,syn2layout_area_growth,44.6,%
power,leakage,0.00220,uW
final_timing,holdWs,0.509,ns
hold_path,holdPathStages,4,
worst_setup_path,end_kind,"output pin",
global_route,grt_usage,0.175,
worst_setup_path,r2r_setup_slack,0.24,ns
global_route,grt_pass1_wl,13100,um
detailed_routing,drt-initial-drc-count,46,
detailed_routing,antenna_left,0,
detailed_routing,wirelength,8550,um
global_route,grt_pass1_vias,2733,
logic_synthesis,synthArstFlopShare,0,
flow_run,maxCapViolCount,0,
final_timing,max_slew_margin,0.767,
logic_synthesis,syn_inst,396,
detailed_routing,routedWlPerCell,12.7,um
final_timing,rsz0062_at_grt,"yes",
clocking,clock.latency.late_pin,0.34,ns
detailed_routing,vias,2825,
die,io-pin-count,109,
global_route,grt_overflow,0,
placed_design,port_buffers,108,
final_timing,worst_slew_pin_slew,0.349,ns
detailed_routing,drcViolationCount,0,
logic_synthesis,topCombFamilyByArea,"XOR/XNOR gates",
power by group:
part           internal [uW]  leakage [uW]  switching, uW  total, uW
Sequential              1750      0.000641            160       1910
Combinational           2300       0.00145           1410       3710
Clock                    639      0.000102            495       1130
Total                   4690       0.00220           2070       6760
kinds of logic (layout without fill, tap and decap cells):
logic type	Yosys count	after routing
xor+xnor	226	226
buf+inv	17	161
flops	76	76
simple gates	77	77
cells in the mapped netlist (2+ instances only):
master | instances | area, um^2
dfxtp_1 | 76 | 1520
xnor2_1 | 186 | 1630
nand2b_1 | 4 | 25.0
clkbuf_1 | 11 | 41.3
xnor2_2 | 2 | 32.5
inv_1 | 6 | 22.5
nor2b_1 | 9 | 56.3
nor3_1 | 8 | 40.0
xor2_1 | 33 | 289
nand3_1 | 3 | 15.0
and2b_1 | 2 | 15.0
xnor2_4 | 3 | 82.6
nand2_1 | 18 | 67.6
nor2_1 | 32 | 120
metrics by stage:
stage / setup WS, ns / utilization / setup TNS [ns]
floorplan: 0.398 / - / 0
global placement: -0.586 / 0.558 / -2.62
detailed placement: -0.558 / 0.558 / -2.38
CTS: -0.150 / 0.589 / -0.185
global route: -0.105 / 0.596 / -0.208
finish: -0.0635 / 0.596 / -0.0635
area by class of cell:
class	count	area [um^2]
clock buffers	10	128
clock inverters	6	88.8
fillers	872	3930
inverters	6	22.5
multi-input cells	303	2560
flip-flops and latches	76	1530
well taps	133	166
repair buffers	139	1310
routing by layer:
layer / track usage / up-vias / wire length (um)
li1: - / 1471 / -
met5: 0 / - / 0
met1: 0.246 / 1282 / 3910
met2: 0.307 / 64 / 4220
met3: 0.0195 / 8 / 349
met4: 0.0220 / 0 / 74
cell usage in the layout (no fill, tap or decap), types with 2 or more instances in the layout:
| master | Yosys | routed |
|---|---|---|
| xnor2_2 | 2 | 16 |
| dfxtp_2 | 0 | 8 |
| nor2_1 | 32 | 32 |
| and2b_1 | 2 | 2 |
| clkbuf_8 | 0 | 9 |
| bufinv_16 | 0 | 2 |
| nand2_1 | 18 | 17 |
| dlymetal6s2s_1 | 0 | 4 |
| nand2b_1 | 4 | 4 |
| dfxtp_1 | 76 | 68 |
| xnor3_2 | 1 | 2 |
| nor3_1 | 8 | 8 |
| nand3_1 | 3 | 3 |
| clkdlybuf4s50_1 | 0 | 100 |
| xnor2_4 | 3 | 3 |
| xor2_1 | 33 | 30 |
| nor2b_1 | 9 | 9 |
| buf_4 | 0 | 31 |
| buf_2 | 0 | 2 |
| inv_1 | 6 | 6 |
| xnor2_1 | 186 | 172 |
| clkinvlp_4 | 0 | 2 |
| xor2_2 | 0 | 3 |
worst max-delay path, delay by kind of cell (launching register included):
family	cells	cell delay, ns
flops	1	0.33
xor+xnor	4	1.03
buf+inv	1	0.12
sequential cells by signal, indices dropped and copies added (netlist names):
register,flops
a3_cf.g1.comp,8
a4_cf.g0.comp,4
b764.rg,4
a3_cf.g2.comp,8
b303.rg,4
b320.rg,4
a4_cf.g1.comp,4
a3_cf.g0.comp,16
b237.rg,4
a7_cf.g1.comp,4
a7_cf.g0.comp,8
b216.rg,4
a3_cf.g3.comp,4
worst max-delay path by stage:
| stage | startpoint | end | slack (ns) | cells after the start |
|---|---|---|---|---|
| 5_1_grt | a3_cf.g2.comp[4] | bo1[7] | -0.11 | 5 |
| 6_report | a3_cf.g2.comp[4] | bo1[7] | -0.06 | 5 |
| 4_1_cts | a3_cf.g3.comp[2] | bo1[7] | -0.15 | 5 |
what timing repair did:
action | CTS | global route
pin swaps | 11 | 14
setup buffers | 5 | 0
endpoints found under the setup margin | 4 | 9
resized | 20 | 21
Power is estimated from default activity; no workload was simulated.
